$ cat flow/design.v
`timescale 1ns / 1ps
module RAM32x32
   (
    input wire CLK,
    input wire [4:0]ADDR, 
    input wire WE,
    input wire [31:0] DI,
    output wire [31:0] DO 
    );
    reg [31:0] memory_array [0:31]; 
    initial $readmemh("sram_zero.data", memory_array);
    always @ (posedge CLK) if(WE==1) memory_array[ADDR] <= DI;  
	 assign DO = memory_array[ADDR];  
endmodule
$ cat flow/run.sh
#!/bin/bash
# OpenROAD 26Q1-2900-gdf79404cd8, Yosys 0.63+post, stock flow scripts
make -C /OpenROAD-flow-scripts/flow DESIGN_CONFIG=/design/flow/config.mk WORK_HOME=/design/flow/orfs finish
$ cat flow/config.mk
export PLATFORM = sky130hd
export DESIGN_NAME = RAM32x32
export DESIGN_NICKNAME = RAM32x32
export VERILOG_FILES = /design/flow/design.v
export SDC_FILE = /design/flow/constraint.sdc
export NUM_CORES = 4
export LEC_CHECK = 1
export CORE_UTILIZATION = 40
export SYNTH_HDL_FRONTEND = slang
$ cat flow/constraint.sdc
current_design RAM32x32

set clk_period 7.4
set clk_io_pct 0.2

create_clock -name clk0 -period $clk_period [get_ports {CLK}]

set non_clock_inputs [all_inputs -no_clocks]
set_input_delay [expr $clk_period * $clk_io_pct] -clock clk0 $non_clock_inputs
set_output_delay [expr $clk_period * $clk_io_pct] -clock clk0 [all_outputs]
==> reports/qor.yml <==
yosysChipArea_mm2: 0.0391
ys_sh_adder_pct: 0
worst_setup_path_end_kind: "output pin"
switching_component_of_the_power_mw: 2.46
timing.critical_path.required_ps: 5920
edf_count: 1024
regMostFlops: "memory_array"
timing_limited_maximum_frequency_mhz: 154
synth_largest_type_area_fraction_pct: 78.6
netlist_logic_family_top: "multiplexers"
grt_max_degree: 96
core_region_area_mm2: 0.0967
fin_total_pwr_mw: 11.9
die_area_mm2: 0.0990
detail_route.wirelength_um: 94100
post_drt_wl_per_cell_um: 26.3
arrival_ps: 5030
timing.final.crit_share_pct: 88.0
vdd.ir_drop.worst_v: 0.000171
area.sequential_mm2: 0.0307
rsz0062_at_grt: "false"
post_synth_arst_share_pct: 0
grt_first_pass_wirelength_um: 137000
power.clock.fraction_pct: 41.0
antenna_violations_before_repair: 4
fp-utilization_pct: 40.4
slew_headroom_pct: 41.9
syn-mean-instance-area_um2: 18.8
pleak_nw: 15.3
final.setup.tns_ps: 0
htree_levels: 3
routed-wl-met3_um: 15200
top_area_cells_in_the_synthesized_netlist: "sky130_fd_sc_hd__edfxtp_1, sky130_fd_sc_hd__mux2i_1, sky130_fd_sc_hd__o22ai_1"
dr_total_vias: 19800
yosysMostFrequentCell: "sky130_fd_sc_hd__edfxtp_1"
criticalPathCategory: "input pin to output pin"
detailedRoute.firstIterationViolations: 1181
post-synth-top-area-cell: "sky130_fd_sc_hd__edfxtp_1"
power_report.internal_total_mw: 9.46
mux_share_pct: 13.1
placed_cell_area_mm2: 0.0418
gpl.final_weighted_congestion: 0.865
cts_setup_buffers: 0
ratio_of_cells_with_drive_above_1_in_the_final_layout_pct: 12.3
antenna_left: 0
critical-path-slowest-cell: "sky130_fd_sc_hd__clkdlybuf4s50_1"
timing.critical_path.from_type: "input pin"
tritoncts: "built"
wl_met1_um: 31800
crit_family: "buffers and inverters"
largest_reg_flops: 1024
boundaryPins: 71
comb_power_share_pct: 4.8
timing.final.crit_period_ps: 6510
critPathMaxFanout: 24
die_height_um: 315
cts.reportedPaths.clkPinSlew_ps: 60
cp.buffers_inverters: 3
synth_sequential_area_ratio_pct: 78.6
globalRoute.totalOverflow: 0
reg_top3: "memory_array (1024)"
report.final.slew_viol_count: 0
crit_top_cell: "sky130_fd_sc_hd__clkdlybuf4s50_1"
top_signal_layer_used: "met5"
cts-resized-gates: 0
syn_inst: 2075
io_buffer_count: 70
cellPowerDensity_mw_per_mm2: 265
cts-hold-fix-buffers: 0
sw_share_pct: 20.6
cp_cell_sequence: "clkdlybuf4s50_1 -> nand4bb_2 -> buf_4 -> o22ai_1 -> nor4_1 -> nand2_1 -> clkdlybuf4s50_1"
post_synth_xor_area_fraction_pct: 0
tritoncts_num_sinks: 1024
synth.lib_cells_used.distinct: 22
place_hpwl_um: 54400
synthTopCellsByCount: "sky130_fd_sc_hd__edfxtp_1, sky130_fd_sc_hd__mux2i_1, sky130_fd_sc_hd__o22ai_1"
fillCellCount: 7898
type_of_the_tightest_min_delay_check: "input pin to flop"
met2RoutedLength_um: 44600
yosys-stat-cells: 2075
maxCapViolations: 0
cell_area_after_layout_mm2: 0.0450
cts-root-buf: "sky130_fd_sc_hd__clkbuf_16"
least_margin_pin_slew_ps: 868
drt_first_pass_iters: 5
chipWidth_um: 315
p_seq_share_pct: 54.3
grt_pass1_vias: 20900
grtUsageTotal_pct: 21.0
numCtsBuffers: 102
log.warning_count: 26
layout.core_utilization_pct: 46.5
post_synth_and_or_nand_nor_area_fraction_pct: 2.30
ys_warn_count: 0
timing_hold_violations_final: 0
status: "finished clean"
max_stage_delay_ps: 980
netlist_area_mm2: 0.0391
cts.path.max_buffers: 3
multiInputGateArea_mm2: 0.00789
ys.flop_type: "sky130_fd_sc_hd__edfxtp_1"
area_growth_pct: 15.0
synth-seq-cells: 1024
ys_sh_aoi_pct: 4.10
floorplan.rows: 114
drc: 0
vias_per_cell: 5.52
timing.final.setup_violations: 0
==> final timing paths <==
kind | startpoint | to | slack, ps | cells past startpoint
hold / removal | DI[20] | memory_array[10][20]$_DFFE_PP_ | 1630 | 2
setup / recovery | ADDR[3] | DO[6] | 890 | 7
==> routing by layer <==
layer / track usage (%) / up-vias
met5: 0.967 / -
met4: 4.26 / 4
met3: 15.2 / 161
met2: 31.6 / 1135
met1: 25.1 / 9683
li1: - / 8788
==> power by group through the flow <==
stage	Sequential (mW)	Combinational [mW]	Clock [mW]
CTS	6.47	0.581	4.96
global route	6.47	0.619	5.17
finish	6.47	0.570	4.88
==> layout by cell type, fill, tap and decap left out, drive strengths merged <==
master and count:
clkinvlp 2, nor2 29, nand4 1, clkdlybuf4s50 69
edfxtp 1024, nand2 34, nor3 4, o22ai 256
clkbuf 120, nand3 2, bufinv 7, nand4b 4
or3 1, inv 4, or4 1, nand3b 4
diode 2, mux2i 512, nor4 64, clkinv 55
buf 97, nand4bb 6, or4b 4, or3b 3
==> area by class of cell <==
class	instances	share of cell area, %
diodes	2	0.0111
clock buffers	120	5.88
clock inverters	68	1.22
multi-input cells	925	17.5
flip-flops and latches	1024	68.4
well taps	1276	3.55
repair buffers	166	3.40
==> metrics by stage <==
| stage | setup WS [ps] | hold WS (ps) | instances |
|---|---|---|---|
| after floorplan | 2250 | 1580 | 2075 |
| after detailed placement | 978 | 2320 | 3391 |
| after global routing | 706 | 1640 | 3581 |
| after CTS | 970 | 1610 | 3579 |
| after global placement | 950 | 2320 | 3391 |
| final | 891 | 1630 | 3581 |
==> kinds of logic after synthesis <==
logic type	count (synthesis)
simple gates	157
flops	1024
mux	512
compound gates	256
buf+inv	126
No activity file was given, so power comes from the tool's default toggle rates.
