==> run.sh <==
#!/bin/bash
# OpenROAD 26Q1-2900-gdf79404cd8, Yosys 0.63+post, stock flow scripts
make -C /OpenROAD-flow-scripts/flow DESIGN_CONFIG=/design/flow/config.mk WORK_HOME=/design/flow/orfs finish
==> config.mk <==
export PLATFORM = sky130hd
export DESIGN_NAME = CNT_32
export DESIGN_NICKNAME = CNT_32
export VERILOG_FILES = /design/flow/design.v
export SDC_FILE = /design/flow/constraint.sdc
export NUM_CORES = 4
export LEC_CHECK = 1
export CORE_UTILIZATION = 30
export SYNTH_HDL_FRONTEND = slang
==> constraint.sdc <==
current_design CNT_32

set clk_period 7.2
set clk_io_pct 0.2

create_clock -name clk0 -period $clk_period [get_ports {clk}]

set non_clock_inputs [all_inputs -no_clocks]
set_input_delay [expr $clk_period * $clk_io_pct] -clock clk0 $non_clock_inputs
set_output_delay [expr $clk_period * $clk_io_pct] -clock clk0 [all_outputs]
==> design.v <==
`timescale 1ns / 1ps
module CNT_32(
    input clk,
    input reset,
    input ce,
    output [31:0] count
    );
reg [31:0] CNT_S = 32'b0;
always @(posedge clk)
     if (reset == 1)
	      CNT_S <= 32'b0;
	  else if (ce == 1) 
	      CNT_S	<= CNT_S + 32'b1;
	  else 
	      CNT_S	<= CNT_S;
assign count=CNT_S;			
endmodule
==> job_summary.md <==
## PnR job results

| Metric | Value |
|---|---|
| Top logic family | `simple AND/OR/NAND/NOR gates` |
| Top cells, area | `dfxtp_1, mux2_2, nor2_1` |
| Largest net degree at the start of global routing | `between 40 and 50` |
| Min cycle time layout | `approximately 3.4 ns` |
| RSZ-0062 raised after global routing | `no` |
| Maximum clock rate | `around 300 MHz` |
| CP startpoint | `ce` |
| Reg-to-reg critical path endpoint | `count[26]` |
| RePlAce Congestion | `between 0.7 and 0.8` |
| Class of the worst hold path | `register to register` |
| Yosys aoi share | `under 10%` |
| Register share after synthesis | `40.96%` |
| Post-CTS setup buffer count | `0` |
| IO Pins | `35` |
| MaxCap Viol Count | `0` |
| Post-synth top area share | `40.96%` |
| Post-route ant nets | `0` |
| Setup crit end kind | `register` |
| Worst Reg-to-Reg Cells | `4` |
| Vias in the first global route | `roughly 1,100` |
| Initial Util | `between 30% and 40%` |
| Layout cells sized above 1 | `10.75%` |
| Max reg flops | `32` |
| Grt ovf | `0` |
| # DRC | `0` |
| Worst hold stages | `2` |
| Clock Pin Slew Worst Setup and Hold Paths | `~0.070 ns` |
| CTS-repair resized insts | `0` |
| TNS Setup | `0 ns` |
| Simple-gate share of the synthesized area | `33.44%` |
| CTS tree | `done` |
| WHS Endpoint | `count[22]` |
| Clock Skew | `0.008701 ns` |
| Sink Count | `32` |
| Worst hold start | `count[22]` |
| Worst Path Class, Setup | `input pin to register` |
| WP data required | `about 7.4 ns` |
| R2R setup slack | `slightly above 5 ns` |
| Max incr delay on CP | `between 0.6 and 0.7 ns` |
| Max VDD drop | `roughly 0.00018 V` |
| Clk buf depth | `2` |
| Cell Type Count | `32` |
| Static Leak | `0.7154 nW` |
| Drt first pass iters | `4` |
| Area figure in the yosys stat output | `about 1600 sq um` |
| Yosys warnings | `0` |
| Root buffer cell | `clkbuf_8` |
| Adder-cell share of the synthesized area | `less than 1%` |
| Layout area overhead | `32.64%` |
| Antenna Diode Count | `0` |
| DR iter-0 viols | `a little under 50` |
| Die height | `approximately 74 um` |
| Post-detail-place hpwl | `2158 um` |
| Total wire length | `3309 um` |
| CP max FO | `9` |
| Row cnt | `25` |
| Flops & latches, synth | `32` |
| Syn avg cell area | `approximately 8.6 sq um` |
| First-pass GRT wire length | `~5400 um` |
| Top cell type by total area after synthesis | `dfxtp_1` |
| Post-DR wirelength/cell | `~12 um` |
| Mapped Area | `1564 sq um` |
| Worst-Margin Slew | `approximately 0.42 ns` |
| Initial antenna violation count | `0` |
| Core area | `4880 sq um` |
| Cts hold-fix bufs | `0` |
| Die Area | `around 5500 sq um` |
| MUX area fraction | `between 8 and 9%` |
| IO Port Bufs | `34` |
| H-tree depth | `2` |
| OpenROAD warning count | `25` |
| FF-to-FF Start | `count[2]` |
| Final setup vio count | `0` |
| DR vias | `roughly 1,300` |
| Setup ws final | `roughly 3.8 ns` |
| Startpoint types | `input pin` |
| Cycle use final | `46.77%` |
| Slew Viols, Final | `0` |
| WP data arrival | `around 3.5 ns` |
| Post-DP Area | `1948 sq um` |
| Run status | `finished, final reports clean` |
| Hold WS | `just over 0.5 ns` |
| Critical-path top delay cell | `clkdlybuf4s50_1` |
| Design area | `slightly above 2000 sq um` |
| Overall Global Routing Usage | `about an eighth` |
| Endpoints failing hold | `0` |
| Syn Inst Count | `181` |
| XOR Share, Synth | `under 10%` |
| Clk latency late pin | `just under 0.3 ns` |
| Ys cells | `~180` |
| Max_slew headroom | `71.86%` |
| Placement Setup Slack | `between 3 and 4 ns` |
| Fillers | `roughly 500` |
| Vias/cell | `between 4 and 5` |
| Pwr per Cell Area | `approximately 180 nW/um^2` |
| Die width | `between 70 and 80 um` |
| Critical Path, Cell by Cell | `clkdlybuf4s50_1 -> and4_1 -> nand4_1 -> nor3_1 -> mux2_1` |
| Cts bufs inserted | `5` |
## cells by family (layout without fill, tap and decap cells)
| kind of cell | Yosys count | after routing |
|---|---|---|
| AOI/OAI and AO/OA | 14 | 14 |
| muxes | 12 | 12 |
| DFF | 32 | 32 |
| and+or+nand+nor | 95 | 95 |
| xor gates and xnor gates | 13 | 13 |
| buffers and inverters | 14 | 47 |
| adders and majority gates | 1 | 1 |
## final cells by class
cell class	instances	area (sq um)	share of cell area, %
clock inverter	1	30.03	1.448
sequential	32	640.6	30.88
multi-input combinational	135	860.8	41.50
timing repair buffer	35	347.8	16.77
clock buffer	7	96.34	4.644
tap	67	83.83	4.041
inverter	4	15.01	0.7238
## metrics by stage
step | cells | util (%) | power (mW)
floorplan | 181 | - | 0.1904
global placement | 273 | 39.92 | 0.1956
detailed placement | 273 | 39.92 | 0.1956
CTS | 281 | 42.51 | 0.3856
global route | 281 | 42.51 | 0.3972
finish | 281 | 42.51 | 0.3809
## worst max-delay path: cells and delay by family
kind / cells / cell delay [ns]
buffers and inverters: 1 / 0.61
muxes: 1 / 0.34
and+or+nand+nor: 3 / 1.15
## worst max path at each step
stage,end,slack (ns),cells past startpoint
CTS,count[26],3.89,5
global route,count[28],3.63,5
finish,count[26],3.83,5
## synth_stat cells
library cell and count:
xor2_1 9, and4_1 3, nand2_1 9, nand4_2 1
or3_1 4, xnor2_1 4, mux2_1 2, mux2i_1 1
ha_1 1, o21ai_0 4, buf_6 1, and2_1 1
clkbuf_1 7, or4_4 1, nor4_1 2, nor3b_1 1
or2_2 1, or4_1 3, and3_2 1, inv_1 4
buf_2 2, a21oi_1 7, nor4_4 1, and3_1 2
nor3_1 10, o31ai_1 3, mux2_2 9, nor2b_1 10
nand4_1 10, nand3_1 9, dfxtp_1 32, nor2_1 26
## where the power goes
group          internal (mW)  switching (mW)
registers              0.178         0.00138
logic                0.00548         0.00652
clock network          0.122          0.0673
## layout by cell type, fill, tap and decap left out, types with 3 or more instances in the layout
master           count
mux2_2               9
a21oi_1              7
nor3_1              10
xor2_1               9
and4_1               3
clkbuf_8             7
or3_1                4
nand4_1             10
clkdlybuf4s50_1     34
nor2_1              26
o31ai_1              3
dfxtp_1             32
inv_1                4
nand3_1              9
or4_1                3
nand2_1              9
nor2b_1             10
o21ai_0              4
xnor2_1              4
## per-layer routing
layer / track usage (%) / part of all wire, % / vias to the layer above
met5: 0 / 0 / -
met4: 1.923 / 0.21 / 0
met3: 4.258 / 6.2 / 2
met2: 18.38 / 44 / 35
met1: 19.70 / 50 / 606
li1: - / - / 699
Power figures rest on the tool's default switching activity, not on a simulated workload.
