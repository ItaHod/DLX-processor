$ cat flow/config.mk
export PLATFORM = sky130hd
export DESIGN_NAME = REG32RST
export DESIGN_NICKNAME = REG32RST
export VERILOG_FILES = /design/flow/design.v
export SDC_FILE = /design/flow/constraint.sdc
export NUM_CORES = 4
export LEC_CHECK = 1
export CORE_AREA = 10 10 101 101
export DIE_AREA = 0 0 111 111
export SYNTH_HDL_FRONTEND = slang
$ cat flow/constraint.sdc
current_design REG32RST

set clk_period 1.0
set clk_io_pct 0.2

create_clock -name clk0 -period $clk_period [get_ports {CLK}]

set non_clock_inputs [all_inputs -no_clocks]
set_input_delay [expr $clk_period * $clk_io_pct] -clock clk0 $non_clock_inputs
set_output_delay [expr $clk_period * $clk_io_pct] -clock clk0 [all_outputs]
$ cat flow/design.v
`timescale 1ns / 1ps
module REG32RST(
    input  CLK,
    input  CE,
	 input  RST,
    input  [31:0] DI,
    output [31:0] DO
    );
reg [31:0] REG;
always @ (posedge CLK)
    begin
        if (RST) REG <= 32'b0; else
		  if(CE) REG <= DI;   
    end
	 assign DO = REG;  
endmodule
$ cat flow/run.sh
#!/bin/bash
# OpenROAD 26Q1-2900-gdf79404cd8, Yosys 0.63+post, stock flow scripts
make -C /OpenROAD-flow-scripts/flow DESIGN_CONFIG=/design/flow/config.mk WORK_HOME=/design/flow/orfs finish
==> Changelog: implementation <==
### Metrics

* Max FFs per register at 32
* Clock Latency Late Sink at 0.27 ns
* Final weighted congestion in routability-driven placement at 0.713
* VDD IR max at 0.472 mV
* Horizontal die dimension at 111 µm
* First-pass GRT wire length at 5.29 mm
* Library cell occupying the most area in the post-synthesis netlist: sky130_fd_sc_hd__dfxtp_1
* Io pins at 67
* Power density normalized to cell area at 1470 nW/µm²
* Die Ht at 111 µm
* Fin Clk Skew at 0 ns
* Cell area after synthesis at 1160 µm²
* Number of hold-slack violations in the final timing report at 0
* Number of nets still failing antenna checks after routing at 0
* IO Port Bufs at 66
* DRT Wirelength at 3.09 mm
* Status: complete, no violations
* Max-cap violation count at 0
* Endpoints failing setup at 0
* Total vias in the final route at 948
* Leakage dissipation at 0.877 nW
* Hold buffer count at cts at 0
* Slew at the pin with the worst max-slew slack at 0.144 ns
* Overall routing resource usage at 4.99%
* Post-detailed-route wirelength per cell at 11.1 µm
* PnR worst setup slack at 0.0451 ns
* Iteration count of the initial detailed-routing pass at 2
* Core area at 8130 µm²
* Final Critical Period at 0.955 ns
* Maximum clock path buffer count at 2
* Yosys warning tally at 0
* Main area contributors after synthesis: sky130_fd_sc_hd__dfxtp_1 (55%), sky130_fd_sc_hd__mux2i_1 (28%), sky130_fd_sc_hd__nor2_1 (10%)
* Effective utilization at floorplan at 14.3%
* Final cycle utilization of the critical path at 95.5%
* Predominant post-synthesis flop cell: sky130_fd_sc_hd__dfxtp_1
* Post-CTS clock slew at the launch and capture registers of the worst setup and hold paths at 0.06 ns
* Kind of cell adding the most delay to the critical path: flip-flops
* Number of flops mapped to enable cells by yosys at 0
* Chip area estimate from yosys synthesis at 1160 µm²
* Num Clock Sinks at 32
* Synthesized instance count at 103
* Synthesized flop and latch total at 32
* Overall power consumption at 2.80 mW
* Setup TNS after final layout at 0 ns
* Average via count per standard cell at 3.40
* Mean area per synthesized cell at 11.3 µm²
* Number of antenna violations at the first check in global routing at 0
* Detailed Place HPWL at 2.32 mm
* Pre-CTS setup slack at -0.110 ns
* Proportion of layout cells with a drive suffix above 1 at 42.0%
* Top achievable clock speed at 1050 MHz
* Sequence of cells on the critical path: clkdlybuf4s15_1
* Startpoint type of the worst setup path: flop
* Tightest Hold Check Type: in -> reg
* Setup repair after global routing missed its margin: no
* TritonCTS clock tree: yes
* Number of different library cells in the post-synthesis netlist at 6
* Fin. max-slew vios at 0
* Number of remaining DRC errors at 0
* Leftover overflow at the end of global routing at 0
* Antenna cells at 0
* CP Buf/Inv Count at 1
* H-tree level count at 2
* Violation count after the first detailed-route iteration at 20
* Share of flip-flops with an asynchronous set or reset after synthesis at 0%
* CP Max Fanout at 2
* Commonest cells in the netlist: sky130_fd_sc_hd__dfxtp_1 (32), sky130_fd_sc_hd__mux2i_1 (32), sky130_fd_sc_hd__nor2_1 (32)
* Total Die Area at 12300 µm²
* Tool warnings at 25
* Sequential share of the synthesized area at 55.1%
* Final core utilization at 23.4%
* Worst-path cell with the longest stage delay: sky130_fd_sc_hd__dfxtp_2
* CP max stage delay at 0.32 ns
* Data arrival time of the critical path at 0.75 ns
* Layout area overhead at 63.5%
* Type of destination of the critical path: output pin
* Portion of synthesized cell area occupied by the leading cell type at 55.1%
* WS Path Type: reg -> out
* Largest net degree at the start of global routing at 33
* Vias in the first global route at 1022
* Cts bufs inserted at 5
* Post-route worst hold slack at 0.435 ns
* Worst-case headroom to the max-slew limit at 90.1%
* Placement Rows at 33
* Count of instantiated cells in the yosys netlist at 103
* Required time of the critical path at 0.80 ns
* CTS Root Cell: sky130_fd_sc_hd__clkbuf_8
## metrics by stage
step | instances | cell area, µm²
2_1_floorplan | 103 | 1160
3_3_place_gp | 271 | 1920
3_5_place_dp | 271 | 1920
4_1_cts | 279 | 2020
5_1_grt | 279 | 1900
6_report | 279 | 1900
## kinds of logic (layout without fill, tap and decap cells)
logic type / Yosys count / in the layout / synth area share (%)
muxes: 32 / 32 / 27.5
DFF: 32 / 32 / 55.1
and+or+nand+nor: 32 / 32 / 10.3
buffers and inverters: 7 / 78 / 7.10
## worst register-to-register path, cell delays in order (launching register included)
cell                      delay (ns)
sky130_fd_sc_hd__dfxtp_2        0.32
sky130_fd_sc_hd__buf_4          0.12
sky130_fd_sc_hd__mux2i_1        0.11
sky130_fd_sc_hd__nor2_1         0.05
## area by class of cell
type,count,area (µm²)
Sequential cell,32,681
Fill cell,877,6230
Tap cell,105,131
Timing Repair Buffer,70,561
Multi-Input combinational cell,64,440
Clock buffer,8,90.1
## power by group
part,internal [mW],switching (mW),total [mW]
Sequential,1.37,0.0352,1.40
Clock,0.561,0.457,1.02
Combinational,0.256,0.122,0.378
## routing by layer
layer	part of all wire (%)	global-route usage [%]
met1	45	5.99
met2	42	7.63
met3	11	3.12
met4	1.3	0.608
met5	0	0
## what timing repair did
| item | 4_1_cts | 5_1_grt |
|---|---|---|
| endpoints found under the setup margin | 32 | 24 |
| gates resized | 103 | 24 |
| setup buffers | 0 | 0 |
| pin swaps | 0 | 0 |
## path summary, 6_finish.rpt
path / start / end / slack, ns / cells past startpoint
max: DO[1] / DO[1] / 0.05 / 1
min: CE / DO[19] / 0.44 / 4
max reg2reg: DO[12] / DO[12] / 0.30 / 3
min reg2reg: DO[9] / DO[9] / 0.48 / 2
## placed cells by master (no fill, tap or decap), drive strengths merged
cell type / n
clkdlybuf4s15: 2
clkbuf: 32
buf: 11
clkdlybuf4s50: 33
dfxtp: 32
mux2i: 32
nor2: 32
Power is estimated from default activity; no workload was simulated.
